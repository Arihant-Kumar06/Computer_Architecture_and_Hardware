--- flow/constraint.sdc ---
current_design ram512

set clk_period 61.3
set clk_io_pct 0.2

create_clock -name clk0 -period $clk_period [get_ports {clk}]

set non_clock_inputs [all_inputs -no_clocks]
set_input_delay [expr $clk_period * $clk_io_pct] -clock clk0 $non_clock_inputs
set_output_delay [expr $clk_period * $clk_io_pct] -clock clk0 [all_outputs]
--- flow/run.sh ---
#!/bin/bash
# OpenROAD 26Q1-2900-gdf79404cd8, Yosys 0.63+post, stock flow scripts
make -C /OpenROAD-flow-scripts/flow DESIGN_CONFIG=/design/flow/config.mk WORK_HOME=/design/flow/orfs finish
--- flow/design.v ---
  module ram512(
     input wire load,clk,
     input wire [15:0] value,
     input wire [8:0] address,
     output reg [15:0]out
    );
    reg [15:0] register_array[511:0];
    always @(posedge clk)begin
     if(load)begin
         register_array[address]<=value;
     end
     out<=register_array[address];
end
endmodule 
--- flow/config.mk ---
export PLATFORM = sky130hd
export DESIGN_NAME = ram512
export DESIGN_NICKNAME = ram512
export VERILOG_FILES = /design/flow/design.v
export SDC_FILE = /design/flow/constraint.sdc
export NUM_CORES = 4
export LEC_CHECK = 1
export CORE_UTILIZATION = 40
export SYNTH_MEMORY_MAX_BITS = 65536
==> run notes <==
fresh numbers from the pnr run: min Tclk post-route=about 19,000 ps, fillers=between 60k and 70k, CP delay by family, top=buffers and inverters, asr flop ratio synth=0%, main logic family after synthesis=multiplexers, fmax=slightly above 0.05 GHz, Crit-path slowest cell=nor4_2, routed wire length=946,100 µm, Startpoint Class=input pin, max_cap viols=3, largest net degree at the start of global routing=117, hpwl dp=around 590,000 µm, Clock Sink Count=around 8k, delay of the slowest critical-path stage=1320 ps, Post-synth EDFFs=around 8.2k, ys flop type=edfxtp_1, yosys cell count=roughly 15k, GRT met1 Usage=slightly below 30%, cell depth of the worst setup path=16, crit path kind=input pin to register, Power Dens Cells=32.02 nW/µm², CP Cell Sequence=buf_16 -> buf_4 -> buf_4 -> buf_4 -> buf_4 -> buf_4 -> buf_4 -> buf_12 -> buf_4 -> mux4_2 -> a22oi_1 -> a21oi_1 -> buf_4 -> or4b_1 -> nor4_2 -> nand3_1, CP endpoint kind=register, FF-to-FF path depth=8, Worst Skew=around 110 ps, syn_area_per_cell=21.18 µm², Bufs on Longest Clock Path=4, postcts setup bufs=0, CTS tree=built, post-route antenna net violation count=0, die span in y=888.4 µm, static leakage=~110 nW, CP Buf/Inv Count=10, setup violators final=0, layout cells sized above 1=roughly a quarter, Yosys top cell by area=edfxtp_1, yosys synthesis chip area=314,300 µm², gr usage total=approximately a quarter, initial antenna violation count=roughly 92, unrepaired setup endpoints after global routing=false, outcome=complete, but fails checks, Cell area leaders=edfxtp_1 78%, mux4_2 10%, mux2i_1 4.3%, via-per-instance ratio=around 5.8, CTS Hold Bufs=0, port bufs=42, Placed Cells=about 26k, GRT Max-Usage Layer=met2, area share, top type=between 70% and 80%, fin util=45.86%, slew margin rel.=-10.25%, total CTS buffers=a little over 800, Initial Util=roughly 40%, DIE WIDTH=about 890 µm, Critical Path AT=about 20,000 ps, cts repair resizes=0, Setup TNS Final=0 ps, Simple-Gate Area Share=2.091%, Yosys warning total=1, Core Area=approximately 780,000 µm², Root Buffer=clkbuf_16, OpenROAD warning count=47, DRC Markers=0, sequential area share after synthesis=approximately four fifths, Hold Path Class=register to register, VDD IR-drop max=0.00003123 V, via count=about 160k, Pins Over Slew Limit=10, die area=between 700,000 and 800,000 µm², Hold Path Stages=5, GR Overflow Total=0, Mux area share=14.40%, # H-tree levels=6, routed len/inst=34.67 µm, Placement Rows=approximately 330, Cell Area, Synth=around 310,000 µm², ys flops=roughly 8.2k, Clk pin slew, worst setup/hold paths=approximately 70 ps, XOR/XNOR Fraction of Synth Area=0%, top-level I/O count=about 43, failing checks=capacitance limit, slew limit, post-synthesis cell type with the largest instance count=edfxtp_1, met3 Use GR=roughly a quarter, Synth Instances=approximately 15k, Final Cycle Share=a little under a third, 1st-iter DRT viols=11.97k, Worst Tran Pin Value=1608 ps, met2 Resource Use GR=between 30% and 40%, vias in the first global route=169.5k, final hold vios=0, Adder Area Share=0%, Area growth syn-to-layout=14.30%, CP dominant cell by count=buf_4, Critical Path Fanout Max=~57, clk latency of the worst-skew pair=about 1200 ps, Cell variety after synth=71, Critical Path RT=62,280 ps, fin cells=between 20k and 30k, Synth Area in Compound Gates=under 10%, Synth top cells by count=8,192 x edfxtp_1, 1,404 x mux4_2, 1,346 x mux2i_1, RePlAce Congestion=0.9845, global-route wire length before repair=~1,300,000 µm, drt pass-1 iters=8
-- area by class of cell --
class,count,area (µm²),share of cell area (%)
tap,10460,13090,3.645
timing repair buffer,1285,10060,2.800
clock buffer,1007,21100,5.876
sequential,8208,246300,68.58
inverter,5,26.28,0.007315
antenna,115,287.8,0.08012
multi-input combinational,5740,64090,17.84
clock inverter,467,4210,1.172
-- routing by layer --
metal  share of wire, %  vias to the layer above  wire [µm]
met2                 44                    11320     413700
met5               0.53                        -       5006
met3                 21                     2048     195900
li1                   -                    65190          -
met1                 29                    79830     277400
met4                5.7                      151      54040
-- logic make-up after synthesis --
group / count (synthesis)
DFF: 8208
muxes: 2764
AOI/OAI and AO/OA: 1614
and+or+nand+nor: 1362
buffers and inverters: 889
-- worst register-to-register path, delay by kind of cell (launching register included) --
kind	cells	cell delay, ps
AND-OR/OR-AND	2	860
buffers and inverters	1	220
flip-flops	1	360
multiplexers	1	460
AND/OR/NAND/NOR	4	2820
-- report_power, final --
group	internal [mW]	total, mW	switching [mW]	leakage, nW
Sequential	6.18	6.19	0.0110	73.7
Combinational	0.166	0.537	0.371	28.3
Clock	2.65	4.77	2.12	12.3
Total	9.00	11.5	2.50	114
-- flip-flops by register name, indices dropped and copies added (netlist names) --
register and cells:
out 16, register_array 8192
-- metrics by stage --
stage	setup slack, ps	cell area, µm²	power, mW	hold WS, ps
CTS	41760	358900	11.56	936.0
global placement	40440	333500	6.837	940.2
detailed placement	40530	333600	6.842	924.3
floorplan	45910	314300	6.554	699.4
global route	41330	359100	11.79	1006
finish	41810	359200	11.50	964.0
-- cells in the final DEF (no fill, tap or decap), types with 209 or more instances in the layout --
cell type / n
nand2_1: 242
nor2_1: 470
buf_4: 1226
edfxtp_1: 8192
clkinv_1: 210
mux4_2: 1404
a221oi_1: 209
mux2i_1: 1346
clkbuf_16: 814
a22oi_1: 358
o22ai_1: 397
-- worst paths after layout --
kind | start | to | slack (ps)
hold / removal | register_array[63][4] | out[4] | 960
hold reg to reg | register_array[63][4] | out[4] | 960
setup / recovery | address[0] | out[0] | 41810
setup reg to reg | register_array[286][0] | out[0] | 56370
Power is estimated from default activity; no workload was simulated.
