==> flow/design.v <==
module ram64(
    input wire load,clk,
    input wire [5:0]address,
    input wire [15:0]value,
    output reg [15:0]out
);
reg [15:0]register_array [63:0]; 
always@(posedge clk) begin
    if (load)begin
        register_array[address]<=value;
    end
    out<=register_array[address];
end
endmodule
==> flow/run.sh <==
#!/bin/bash
# OpenROAD 26Q1-2900-gdf79404cd8, Yosys 0.63+post, stock flow scripts
make -C /OpenROAD-flow-scripts/flow DESIGN_CONFIG=/design/flow/config.mk WORK_HOME=/design/flow/orfs finish
==> flow/config.mk <==
export PLATFORM = sky130hd
export DESIGN_NAME = ram64
export DESIGN_NICKNAME = ram64
export VERILOG_FILES = /design/flow/design.v
export SDC_FILE = /design/flow/constraint.sdc
export NUM_CORES = 4
export LEC_CHECK = 1
export CORE_UTILIZATION = 40
==> flow/constraint.sdc <==
current_design ram64

set clk_period 23.8
set clk_io_pct 0.2

create_clock -name clk0 -period $clk_period [get_ports {clk}]

set non_clock_inputs [all_inputs -no_clocks]
set_input_delay [expr $clk_period * $clk_io_pct] -clock clk0 $non_clock_inputs
set_output_delay [expr $clk_period * $clk_io_pct] -clock clk0 [all_outputs]
==> PnR_summary.wiki <==
=== Synthesis and place and route ===
{| class="wikitable"
! Metric !! Value
|-
| Yosys stat area || 39500 um^2
|-
| Final critical delay including setup and external delays || 8.45 ns
|-
| Final instance count without filler cells || 3739
|-
| FF+latch count, synth || 1040
|-
| GRT Overall Usage || 24.5%
|-
| Initial antenna violation count || 6
|-
| Die Width || 316 um
|-
| Ratio of final minimum period to clock period || 35.5%
|-
| Startpoint type of the worst setup path || input pin
|-
| Overall overflow remaining after global route || 0
|-
| Clock transition at the register clock pins on the worst setup and hold paths after CTS || 0.06 ns
|-
| Number of cells produced by synthesis || 2264
|-
| Accumulated negative setup slack || 0 ns
|-
| Number of placement rows || 114
|-
| Dominant synthesized flop cell || sky130_fd_sc_hd__edfxtp_1
|-
| Crit-path most repeated cell || sky130_fd_sc_hd__buf_4
|-
| Power Dens Cells || 86.0 nW/um^2
|-
| Rel. slew slack || 22.8%
|-
| Count of library flops with an enable pin || 1024
|-
| Final Hold Vio Count || 0
|-
| Max Clk Rate || 118 MHz
|-
| Final weighted congestion in routability-driven placement || 0.963
|-
| Unrepaired setup endpoints after global routing || no
|-
| Cells in synth_stat.txt || 2264
|-
| Transition at the pin with the smallest max-transition slack || 1.13 ns
|-
| Die height || 316 um
|-
| Post-DR wirelength/cell || 29.4 um
|-
| Path type of the worst min-delay path || flop to flop
|-
| Fillcell total || 8040
|-
| Setup-violating endpoint count in the final report || 0
|-
| Area of the core || 97300 um^2
|-
| Total wire length after detailed routing || 110000 um
|-
| Residual DRC || 0
|-
| Static Leakage || 14.4 nW
|-
| Number of design-rule violations left by the first detailed-router iteration || 1821
|-
| Count of port buffers added during placement || 39
|-
| Fraction of the yosys area taken by sequential cells || 78.7%
|-
| Worst-path cell with the longest stage delay || sky130_fd_sc_hd__nor2_1
|-
| Synth Cell Area || 39500 um^2
|-
| Outcome || finished, final reports clean
|-
| Class of the most critical setup path || input pin to flop
|-
| Number of maximum-capacitance constraint violations || 0
|-
| Top cells by area || sky130_fd_sc_hd__edfxtp_1 (78%), sky130_fd_sc_hd__mux2i_1 (3.9%), sky130_fd_sc_hd__a22oi_1 (3.7%), sky130_fd_sc_hd__a221oi_1 (2.4%), sky130_fd_sc_hd__nor2_1 (1.5%)
|-
| Clock insertion delay at the later pin of the skew report || 0.66 ns
|-
| Number of setup buffers added after CTS || 0
|-
| Worst-case clock skew || 0.0231 ns
|-
| Total via count in the routed design || 22287
|-
| Vias in the first global route || 23294
|-
| Syn_area_per_cell || 17.4 um^2
|-
| Clock sink total || 1040
|-
| Root buffer cell || sky130_fd_sc_hd__clkbuf_16
|-
| Critical path, cell by cell || buf_6, buf_4, nor2b_4, buf_4, nand2_1, nor2_1, buf_4
|-
| Floorplan core density || 40.6%
|-
| Maximum number of pins on one net before global-route repair || 91
|-
| Count of pins on the block boundary || 40
|-
| Wire length of the first global-routing pass || 160000 um
|-
| Yosys top cell area share || 77.9%
|-
| Number of levels the H-tree was split into || 3
|-
| Synth area leader || sky130_fd_sc_hd__edfxtp_1
|-
| Share of flip-flops with an asynchronous set or reset after synthesis || 0%
|-
| Resized Gates After CTS || 0
|-
| Biggest cell delay along the critical path || 0.71 ns
|-
| TritonCTS clock tree || yes
|-
| Kind of end point of the critical path || flop
|-
| Ys Warns || 1
|-
| Post-Place Cells || 3544
|-
| Final Max Tran Viols || 0
|-
| Critical path arrival || 8.81 ns
|-
| Largest fanout on the critical path || 58
|-
| Data required time at the worst endpoint || 24.15 ns
|-
| Largest buffer count on any clock path || 3
|-
| Placed wire-length estimate after detailed placement || 68800 um
|-
| Via-to-Cell Ratio || 5.96
|-
| Remaining antenna violation count after routing || 0
|-
| Layout-stage area growth over the synthesis result || 14.0%
|-
| Die Area || 100000 um^2
|-
| Fraction of layout instances using a drive strength above 1 || 13.5%
|-
| Detailed Routing Iterations Pass 1 || 5
|-
| Count of cell types in the netlist || 55
|-
| Number of buffers created by CTS || 104
|-
| Stage-log warning count || 26
|-
| Post-CTS Hold Buffers || 0
|-
| Maximum resistive drop on vdd || 0.0000523 V
|}
-- final timing paths --
check                        from               endpoint  slack [ns]  cells after the start
max                    address[1]  register_array[42][5]       15.35                      7
min          register_array[5][5]                 out[5]        0.63                      4
max reg2reg  register_array[5][4]                 out[4]       21.11                      5
min reg2reg  register_array[5][5]                 out[5]        0.63                      4
-- synthesized netlist by cell type (2+ instances only) --
cell type / number
sky130_fd_sc_hd__a2111oi_0: 8
sky130_fd_sc_hd__a211oi_1: 20
sky130_fd_sc_hd__a21oi_1: 74
sky130_fd_sc_hd__a221o_1: 2
sky130_fd_sc_hd__a221oi_1: 106
sky130_fd_sc_hd__a222oi_1: 9
sky130_fd_sc_hd__a22o_1: 21
sky130_fd_sc_hd__a22oi_1: 196
sky130_fd_sc_hd__a311oi_1: 6
sky130_fd_sc_hd__a31oi_1: 23
sky130_fd_sc_hd__a32o_1: 2
sky130_fd_sc_hd__and2_1: 4
sky130_fd_sc_hd__buf_1: 13
sky130_fd_sc_hd__buf_2: 62
sky130_fd_sc_hd__buf_4: 16
sky130_fd_sc_hd__buf_6: 9
sky130_fd_sc_hd__clkbuf_1: 62
sky130_fd_sc_hd__dfxtp_1: 16
sky130_fd_sc_hd__edfxtp_1: 1024
sky130_fd_sc_hd__mux2_2: 17
sky130_fd_sc_hd__mux2i_1: 154
sky130_fd_sc_hd__mux4_2: 6
sky130_fd_sc_hd__nand2_1: 40
sky130_fd_sc_hd__nand2b_1: 5
sky130_fd_sc_hd__nand3_1: 10
sky130_fd_sc_hd__nand3b_1: 3
sky130_fd_sc_hd__nand4_1: 7
sky130_fd_sc_hd__nor2_1: 159
sky130_fd_sc_hd__nor2b_1: 9
sky130_fd_sc_hd__nor3_1: 10
sky130_fd_sc_hd__nor3b_1: 3
sky130_fd_sc_hd__o211a_1: 7
sky130_fd_sc_hd__o211ai_1: 4
sky130_fd_sc_hd__o21ai_0: 29
sky130_fd_sc_hd__o21ai_1: 4
sky130_fd_sc_hd__o221ai_1: 14
sky130_fd_sc_hd__o22a_1: 27
sky130_fd_sc_hd__o22ai_1: 58
sky130_fd_sc_hd__or4_1: 9
-- cell usage in the layout, fill, tap and decap left out, types with 5 or more instances in the layout --
| cell | count |
|---|---|
| sky130_fd_sc_hd__bufinv_16 | 12 |
| sky130_fd_sc_hd__nand4_1 | 7 |
| sky130_fd_sc_hd__a2111oi_0 | 8 |
| sky130_fd_sc_hd__a222oi_1 | 9 |
| sky130_fd_sc_hd__mux2_2 | 17 |
| sky130_fd_sc_hd__mux2i_1 | 154 |
| sky130_fd_sc_hd__clkinv_1 | 30 |
| sky130_fd_sc_hd__dfxtp_1 | 16 |
| sky130_fd_sc_hd__o21ai_0 | 29 |
| sky130_fd_sc_hd__nor2_1 | 156 |
| sky130_fd_sc_hd__clkdlybuf4s50_1 | 20 |
| sky130_fd_sc_hd__nand2b_1 | 5 |
| sky130_fd_sc_hd__mux4_2 | 6 |
| sky130_fd_sc_hd__a22o_1 | 21 |
| sky130_fd_sc_hd__o211a_1 | 7 |
| sky130_fd_sc_hd__nand2_1 | 40 |
| sky130_fd_sc_hd__clkinv_2 | 18 |
| sky130_fd_sc_hd__nor3_1 | 9 |
| sky130_fd_sc_hd__clkbuf_1 | 17 |
| sky130_fd_sc_hd__clkbuf_16 | 109 |
| sky130_fd_sc_hd__buf_4 | 127 |
| sky130_fd_sc_hd__edfxtp_1 | 1024 |
| sky130_fd_sc_hd__or4_1 | 9 |
| sky130_fd_sc_hd__a22oi_1 | 196 |
| sky130_fd_sc_hd__o221ai_1 | 14 |
| sky130_fd_sc_hd__a221oi_1 | 106 |
| sky130_fd_sc_hd__a31oi_1 | 23 |
| sky130_fd_sc_hd__a211oi_1 | 20 |
| sky130_fd_sc_hd__a311oi_1 | 6 |
| sky130_fd_sc_hd__nand3_1 | 10 |
| sky130_fd_sc_hd__o22a_1 | 27 |
| sky130_fd_sc_hd__a21oi_1 | 74 |
| sky130_fd_sc_hd__buf_2 | 16 |
| sky130_fd_sc_hd__o22ai_1 | 58 |
-- flip-flops by register name (all words and copies together) (netlist names) --
| register | cells |
|---|---|
| register_array | 1024 |
| out | 16 |
-- metrics by stage --
stage	total power, mW	hold WS [ns]	worst slack (ns)	util [%]	instance area, um^2
4_1_cts	3.89	0.628	15.56	46.3	45000
5_1_grt	3.98	0.688	15.29	46.3	45000
3_3_place_gp	2.28	0.625	15.00	42.8	41600
6_report	3.87	0.625	15.35	46.3	45000
2_1_floorplan	2.17	0.572	16.67	-	39500
3_5_place_dp	2.28	0.616	14.89	42.8	41600
-- cells by family after synthesis --
family | Yosys count | share of synthesized area, %
buffers and inverters | 164 | 2.08
flip-flops | 1040 | 78.7
AND/OR/NAND/NOR | 265 | 2.93
multiplexers | 178 | 4.76
AND-OR/OR-AND | 617 | 11.5
-- where the power goes --
part | total (mW) | internal [mW] | switching (mW)
combinational | 0.209 | 0.0591 | 0.150
clock | 1.62 | 0.960 | 0.662
sequential | 2.04 | 2.03 | 0.0109
-- critical path: cells and delay by family --
kind,cells,cell delay [ns]
buffers and inverters,4,1.93
AND/OR/NAND/NOR,3,1.99
-- cell type report --
cell class / instances / area [um^2] / area share [%]
repair buffers: 166 / 1280 / 2.84
well taps: 1276 / 1600 / 3.55
diodes: 2 / 5.00 / 0.0111
clock inverters: 67 / 621 / 1.38
multi-input cells: 1060 / 7640 / 17.0
flip-flops and latches: 1040 / 31100 / 69.0
clock buffers: 126 / 2790 / 6.20
inverters: 2 / 7.51 / 0.0167
-- layer usage --
metal | global-route usage (%) | up-vias | share of wire [%]
li1 | - | 9588 | -
met1 | 31.6 | 11170 | 35
met2 | 34.2 | 1344 | 44
met3 | 18.5 | 177 | 17
met4 | 6.05 | 8 | 3.3
met5 | 0.0947 | - | 0.047
Power and IR drop assume default switching activity.
