==> /design/flow/design.v <==
module dmux8way(
    input [15:0]in,
    input [2:0]z,
    output reg [15:0]out0,out1,out2,out3,out4,out5,out6,out7
);
always @(*) begin
    out0=16'b0;
    out1=16'b0;
    out2=16'b0;
    out3=16'b0;
    out4=16'b0;
    out5=16'b0;
    out6=16'b0;
    out7=16'b0;
    case (z)
     3'b000 :out0=in;
     3'b001 :out1=in;
     3'b010 :out2=in;
     3'b011 :out3=in;
     3'b100 :out4=in;
     3'b101 :out5=in;
     3'b110 :out6=in;
     3'b111 :out7=in;
    endcase
end
endmodule
==> /design/flow/run.sh <==
#!/bin/bash
# OpenROAD 26Q1-2900-gdf79404cd8, Yosys 0.63+post, stock flow scripts
make -C /OpenROAD-flow-scripts/flow DESIGN_CONFIG=/design/flow/config.mk WORK_HOME=/design/flow/orfs finish
==> /design/flow/config.mk <==
export PLATFORM = sky130hd
export DESIGN_NAME = dmux8way
export DESIGN_NICKNAME = dmux8way
export VERILOG_FILES = /design/flow/design.v
export SDC_FILE = /design/flow/constraint.sdc
export NUM_CORES = 4
export LEC_CHECK = 1
export CORE_UTILIZATION = 30
==> /design/flow/constraint.sdc <==
current_design dmux8way

set clk_period 1.0
set clk_io_pct 0.2

create_clock -name clk0 -period $clk_period

set non_clock_inputs [all_inputs -no_clocks]
set_input_delay [expr $clk_period * $clk_io_pct] -clock clk0 $non_clock_inputs
set_output_delay [expr $clk_period * $clk_io_pct] -clock clk0 [all_outputs]
==> results.ini <==
[synthesis]
synth_cell_types = 12
synth_seq_share = 0
synth_warnings = 1
yosys_area_sq_um = 1719
syn_avg_cell_area_sq_um = 10.11
syn-instance-count = 170
syn_area_sq_um = 1719
ys_cells = 170

[timing]
setup_viol = 127
fin_crit_ns = 1.362
finalMaxSlewViolations = 0
rsz0062_at_grt = yes
tightestPinTransition_ns = 0.2853
finalHoldViolCount = 0
max_slew_margin = 0.8072
post-route-period-util = 1.362
whs_ns = 0.6521
setup_slack_ns = -0.3615
fmax_mhz = 734.5

[die]
fp_util = 0.3122
ios = 147
core_sq_um = 5507
die_x_microns = 77.70
num_rows = 27
chipArea_sq_um = 6037
fp.dieH_microns = 77.70

[setup_path]
cp_top_family = buffers and inverters
crit_fanout = 8
end_kind = primary output
worst-path-buf-inv = 5
critPathLaunchType = primary input
path_cells = buf_16 -> buf_6 -> buf_6 -> buf_6 -> nor4b_4 -> buf_2
arrival_ns = 1.16
path_class = in -> out
cp_common_cell = buf_6
cpPeakStageDelay_ns = 0.29
required_ns = 0.80
cpMaxStageDelayCell = nor4b_4

[global_routing]
grt_antenna_before_repair = 1
grt_pass1_vias = 2834
grt_pass1_wl_microns = 16750
grt-ovfl-total = 0
grt_use_total = 0.3615
grt_start_max_net_pins = 14

[finish]
comb_area_sq_um = 1639
nClkBuffers = 0
fillers = 252
fin_util = 0.8721
seqCellArea_sq_um = 0
instances_no_fill = 504
drive_gt1_frac = 0.8353
mostFrequentLayoutCell = buf_2
area_growth_pct = 179.3
seq_cell_count = 0
layout_top_cells = 130 x buf_2, 76 x buf_6, 48 x and4b_1, 33 x and4bb_2, 28 x buf_8
final_area_sq_um = 4802

[power]
power.leakage_nw = 2.618
power_mw = 1.847
power.density_nw_per_um2 = 384.6
irDropWorstVdd_v = 0.0002747

[drt]
vias = 2981
ant_nets = 0
drt_iter0_markers = 214
drt-pass1-iter-count = 4
avgViaCountPerCell = 5.915
routed_wl_microns = 13280
wire_per_inst_microns = 26.35
drc = 0

[run_status]
status = complete, but fails checks
violations = negative setup slack

[place]
dp_hpwl_microns = 5530
io_buffers = 147
placed_cell_area_sq_um = 3478
gp_congestion = 0.8096
dp.cells = 394

[hold_path]
hold_class = in -> out

[job]
tool_warnings = 35
maxCapViolCount = 0

[clock_tree]
cts-hold-fix-buffers = 0

## cells by family (layout without fill, tap and decap cells)
group	Yosys count	in the layout	share of synthesized area
buf+inv	42	303	0.1587
simple gates	128	128	0.8413
other cells	0	1	0
## path summary, 6_finish.rpt
kind | cells past startpoint | from | slack [ns] | endpoint
min | 3 | z[0] | 0.65 | out4[12]
max | 6 | z[1] | -0.36 | out0[0]
## cell usage after synthesis
cell type,instances,area share
buf_2,25,0.073
nor4b_2,16,0.14
buf_4,9,0.039
and4b_1,48,0.28
clkbuf_2,1,0.0029
and4_1,16,0.082
and4bb_1,3,0.022
and4bb_2,33,0.24
nor4bb_4,1,0.015
clkbuf_4,1,0.0044
buf_6,6,0.039
nor4bb_1,11,0.064
## metrics by stage
| stage | setup WS (ns) | setup TNS, ns |
|---|---|---|
| global placement | -0.9297 | -93.41 |
| floorplan | 0.05202 | 0 |
| detailed placement | -0.9059 | -93.48 |
| finish | -0.3615 | -17.76 |
| CTS | -0.3506 | -15.96 |
| global route | -0.3509 | -20.10 |
## repair_timing
item                       4_1_cts  5_1_grt
setup endpoints to repair      128      120
pin swaps                       51       52
resized                        581       95
cloned                          29        1
setup buffers                   64       39
## cell type report
| type | instances | share of cell area |
|---|---|---|
| Tap cell | 72 | 0.01876 |
| Antenna cell | 1 | 0.0005211 |
| Timing Repair Buffer | 303 | 0.6394 |
| Multi-Input combinational cell | 128 | 0.3413 |
## layer usage
layer,track usage,share of wire,routed length [microns],vias up
met3,0.05735,0.096,1281,46
met4,0.1208,0.053,698,0
li1,-,-,-,1278
met5,0,0,0,-
met2,0.5681,0.45,5973,188
met1,0.5022,0.40,5325,1469
## where the power goes
group	switching, mW	internal [mW]
registers	0	0
logic	0.687	1.16
clock network	0	0.000000134
Power figures rest on the tool's default switching activity, not on a simulated workload.
